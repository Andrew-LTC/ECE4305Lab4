--- ./run.sh ---
#!/bin/bash
# OpenROAD 26Q1-2900-gdf79404cd8, Yosys 0.63+post, stock flow scripts
make -C /OpenROAD-flow-scripts/flow DESIGN_CONFIG=/design/flow/config.mk WORK_HOME=/design/flow/orfs finish
--- ./design.v ---
`timescale 1ns / 1ps
module add_3(
    input logic [3:0] A,
    output logic [3:0] S
    );
    always_comb
    begin
        S = 4'b0000;
        if(A < 5)
            S = A;
        else if(A >= 5 & A < 10)
            S = A + 3;
        else
            S = 4'bx;         
    end
endmodule
`timescale 1ns / 1ps
module bin2bcd(
    input logic [7:0] bin,
    output logic [11:0] bcd
    );
    logic [0:18] z;
    add_3 Add0 (
        .A({1'b0,bin[7:5]}),
        .S(z[0:3])
    );
    add_3 Add1 (
        .A({z[1:3],bin[4]}),
        .S(z[4:7])
    );
    add_3 Add2 (
        .A({z[5:7],bin[3]}),
        .S(z[8:11])
    );
    add_3 Add3 (
        .A({z[9:11],bin[2]}),
        .S(z[15:18])
    );
    add_3 Add4 (
        .A({z[16:18],bin[1]}),
        .S(bcd[4:1])
    );
    add_3 Add5 (
        .A({1'b0,z[0],z[4],z[8]}),
        .S({bcd[9],z[12:14]})
    );
    add_3 Add6 (
        .A(z[12:15]),
        .S(bcd[8:5])
    );
    assign bcd[11] = 1'b0;
    assign bcd[10] = 1'b0;
    assign bcd[0] = bin[0];
endmodule
--- ./config.mk ---
export PLATFORM = sky130hd
export DESIGN_NAME = bin2bcd
export DESIGN_NICKNAME = bin2bcd
export VERILOG_FILES = /design/flow/design.v
export SDC_FILE = /design/flow/constraint.sdc
export NUM_CORES = 4
export LEC_CHECK = 1
export CORE_AREA = 10 10 70 70
export DIE_AREA = 0 0 80 80
export SYNTH_HDL_FRONTEND = slang
--- ./constraint.sdc ---
current_design bin2bcd

set clk_period 4.4
set clk_io_pct 0.2

create_clock -name clk0 -period $clk_period

set non_clock_inputs [all_inputs -no_clocks]
set_input_delay [expr $clk_period * $clk_io_pct] -clock clk0 $non_clock_inputs
set_output_delay [expr $clk_period * $clk_io_pct] -clock clk0 [all_outputs]
==> GITHUB_STEP_SUMMARY <==
## PnR job results

| Metric | Value |
|---|---|
| Cell Area, Synth | 809.5 µm² |
| Routed vias | 1052 |
| Power Density | 208.6 mW/mm² |
| Hold Crit Depth | 0 |
| Critical Path Fanout Max | 4 |
| Fp_density | 23.70% |
| Top cells by count | nor2_1 (15), a21oi_1 (8), inv_1 (8), nand2_1 (8) |
| Metal-1 WL | 1443 µm |
| Routability-driven placement congestion ratio | slightly above 0.9 |
| Warnings from Yosys | 0 |
| Total Routed Length | 2613 µm |
| Crit. End Element | output pin |
| DR top layer | met3 |
| I/O pin total | 20 |
| Die width | approximately 80 µm |
| Final Setup Violations | 0 |
| CLK BUF | 0 |
| Hold crit path type | input pin to output pin |
| Initial antenna violation count | 0 |
| RSZ-0062 raised after global routing | true |
| Unique cell types | 51 |
| Gate Area | 842.1 µm² |
| Hold Slack | 1760 ps |
| Min Tclk post-route | 4376 ps |
| Slew Viols, Final | 0 |
| Cells in synth_stat.txt | 117 |
| Detailed Place HPWL | 1831 µm |
| Area fraction in compound gates after synthesis | 39.26% |
| Worst vdd ir | 0.1295 mV |
| Status | complete, no violations |
| Die height | 80 µm |
| Top comb family, area | AND-OR/OR-AND gates |
| Antenna-violating nets left | 0 |
| Vias in the first global route | 1038 |
| Syn_area_per_cell | 6.919 µm² |
| Yosys stat area | slightly above 800 µm² |
| Detailed Route Iter0 Violations | ~55 |
| Seq/Total Area, Yosys | 0% |
| Top-count cell post-synth | nor2_1 |
| IO buf count | 16 |
| Maxcap violations | 0 |
| Routed vias/inst | between 4 and 5 |
| GRT Util Overall | roughly 8% |
| Layout cells sized above 1 | between 50 and 60% |
| Detail Route met2 WL | 1091 µm |
| Registers | 0 |
| Crit path DAT | 3500 ps |
| Kind of critical path | input pin to output pin |
| Global-route wire length before repair | 4519 µm |
| Yosys xor share | ~8.0% |
| Leading area contributor after synthesis | nor2_1 |
| Setup_tns | 0 ps |
| Number of remaining DRC errors | 0 |
| Post-Syn Instances | 117 |
| Largest net degree at the start of global routing | 10 |
| WHS Endpoint | bcd[0] |
| Wire length per cell | roughly 11 µm |
| Top cells by area, synth | nor2_1 (7.0%), a21oi_1 (4.9%), nand3_1 (3.7%) |
| P&R area growth vs syn | 87.33% |
| Sequential cell area | 0 µm² |
| Met3 wire len | 78 µm |
| Startpoint Class | input pin |
| Total tool warning count | 35 |
| Area share, top type | 6.955% |
| Post-Synth Adder-Cell Area | 3.091% |
| Grt ovf | 0 |
| MUX area fraction | 8.037% |
| Core Rows | 21 |
| Crit share post-route | 99.46% |
| Top achievable clock speed | approximately 230 MHz |
| Fin. Hold Viols | 0 |
| Filler cells | around 310 |
| Hold Crit Start | bin[0] |
| # diodes | 0 |
| Die area | about 0.0064 mm² |
| Worst Path Required | 3520 ps |
| Synth Area in Simple Gates | 29.37% |
| Core area | 0.003416 mm² |
| Pleak | 0.0006976 µW |
| DR pass1 iterations | 4 |
layout by cell type, fill, tap and decap left out, types with 2 or more instances in the layout:
cell type        Yosys  final
o211ai_1             3      3
nand2_1              8      7
dlygate4sd2_1        0      2
buf_4                4     46
nor2_2               1      2
clkdlybuf4s50_1      0      4
nand3_1              6      6
inv_2                0      3
buf_6                2     11
nor2_1              15     11
xnor2_1              2      2
buf_2                1      5
inv_1                8      5
clkbuf_2             0      4
mux2i_1              2      2
nor2_4               0      3
ha_4                 0      2
and2_1               4      2
and2_4               1      3
a21o_1               3      3
a21oi_2              0      3
conb_1               1      2
o21ai_0              6      6
a21oi_1              8      5
o32a_1               2      2
worst max-delay path: stages:
cell and delay, ps:
buf_8 100, nand3b_1 170, and2_4 170, ha_4 150, o32a_1 400, and2_1 170, mux4_2 540, o2bb2ai_4 170
xnor2_2 80, or2_4 250, buf_6 120, o211ai_1 170, buf_2 120
through the flow:
stage	setup slack [ps]	utilization, %	std cells	cell area [µm²]	power, µW
finish	23.60	44.40	228	1516	316.3
global route	-122.2	44.40	228	1516	345.6
CTS	-74.76	42.89	226	1465	295.3
detailed placement	-772.5	36.92	210	1261	259.5
global placement	-714.8	36.92	210	1261	258.9
floorplan	-14.28	-	118	819.5	142.8
how the worst max path moves through the flow:
| stage | from | endpoint | slack, ps |
|---|---|---|---|
| after CTS | bin[5] | bcd[8] | -70 |
| after global routing | bin[5] | bcd[5] | -120 |
| final | bin[5] | bcd[5] | 20 |
repair_timing:
item / CTS / global route
setup endpoints to repair: 9 / 8
endpoints found under the hold margin: 0 / 0
gates resized: 58 / 21
buffers inserted: 16 / 2
hold buffers: 0 / 0
pin swaps: 18 / 15
logic make-up after synthesis:
group,Yosys count
and+or+nand+nor,47
AOI/OAI and AO/OA,40
buffers and inverters,17
xor gates and xnor gates,5
muxes,5
adders and majority gates,2
other,1
power breakdown:
group	leakage (µW)	internal (µW)	total, µW	switching (µW)
clock network	0	0	0	0
logic	0.000698	185	316	132
registers	0	0	0	0
per-layer routing:
metal | vias to the layer above | global-route usage, %
li1 | 562 | -
met1 | 479 | 12.16
met2 | 11 | 12.20
met3 | 0 | 0.9091
met4 | 0 | 0.5282
met5 | - | 0
final cells by class:
class	count	area share, %
multi-input combinational	101	55.53
inverter	8	1.980
timing repair buffer	73	38.70
tap	46	3.795
No activity file was given, so power comes from the tool's default toggle rates.
